**/design/flow/config.mk**
```make
export PLATFORM = sky130hd
export DESIGN_NAME = top
export DESIGN_NICKNAME = top
export VERILOG_FILES = /design/flow/design.v
export SDC_FILE = /design/flow/constraint.sdc
export NUM_CORES = 4
export LEC_CHECK = 1
export CORE_AREA = 10 10 75 75
export DIE_AREA = 0 0 85 85
```
**/design/flow/constraint.sdc**
```tcl
current_design top

set clk_period 5.6
set clk_io_pct 0.2

create_clock -name clk0 -period $clk_period [get_ports {CLK}]

set non_clock_inputs [all_inputs -no_clocks]
set_input_delay [expr $clk_period * $clk_io_pct] -clock clk0 $non_clock_inputs
set_output_delay [expr $clk_period * $clk_io_pct] -clock clk0 [all_outputs]
```
**/design/flow/design.v**
```verilog
`timescale 1ns / 1ps
module booth(rst, clk, x, multiplier, result);
input   [3:0]     x;
input             rst, clk;
input   [3:0]     multiplier;
output  [7:0]    result;
wire     [4:0]    m;
wire     [4:0]    pp[1:0];
wire     [1:0]    sout;
wire     [1:0]    eout;
assign m[4] = multiplier[3];
assign m[3] = multiplier[2];
assign m[2] = multiplier[1];
assign m[1] = multiplier[0];
assign m[0] = 0;        
partial_product pp0(.x(x), .m(m[2:0]), .pp(pp[0]), .rst(rst), .clk(clk), .sout(sout[0]), .eout(eout[0]));
partial_product pp1(.x(x), .m(m[4:2]), .pp(pp[1]), .rst(rst), .clk(clk), .sout(sout[1]), .eout(eout[1]));
cra cra0(.in0(pp[0]), .in1(pp[1]), .s(sout), .e(eout), .out(result));
endmodule
`timescale 1ns / 1ps
module cra(in0, in1, s, e, out );
input [4:0] in0;
input [4:0] in1;
input [1:0] s; 
input [1:0] e;
output[7:0] out;
wire c0, c1, c2, c3, c4, c5, c6, c7, c8, c9, c10, c11;
wire w0, w1, w2, w3, w4, w5;
half_adder h0(.in0(in0[0]), .in1(s[0]), .cout(c0), .out(out[0]));
half_adder h1(.in0(in0[1]), .in1(c0), .cout(c1), .out(out[1]));
full_adder f0(.in0(in0[2]), .in1(in1[0]), .cin(c1), .out(w0), .cout(c2));
half_adder h2(.in0(w0), .in1(s[1]), .cout(c3), .out(out[2]));
full_adder f1(.in0(in0[3]), .in1(in1[1]), .cin(c2), .out(w1), .cout(c4));
half_adder h3(.in0(w1), .in1(c3), .cout(c5), .out(out[3]));
full_adder f2(.in0(in0[4]), .in1(in1[2]), .cin(c4), .out(w2), .cout(c6));
half_adder h4(.in0(w2), .in1(c5), .cout(c7), .out(out[4]));
full_adder f3(.in0(~e[0]), .in1(in1[3]), .cin(c6), .out(w3), .cout(c8));
half_adder h5(.in0(w3), .in1(c7), .cout(c9), .out(out[5]));
full_adder f4(.in0(~e[0]), .in1(in1[4]), .cin(c8), .out(w4), .cout(c10));
half_adder h6(.in0(w4), .in1(c9), .cout(c11), .out(out[6]));
full_adder f5(.in0(e[0]), .in1(e[1]), .cin(c10), .out(w5), .cout());
half_adder h7(.in0(w5), .in1(c11), .cout(), .out(out[7]));
endmodule
`timescale 1ns / 1ps
module full_adder(in0, in1, cin, out, cout);
    input in0, in1, cin;
    output out, cout;
    assign out = in0^in1^cin;
    assign cout = ((in0^in1) & cin) | (in0 & in1);
endmodule
`timescale 1ns / 1ps
module half_adder(in0, in1, cout, out);
input in0;
input in1;
output cout, out;
assign out = in0 ^ in1;
assign cout = in0 & in1;
endmodule
`timescale 1ns / 1ps
module partial_product(m, x, pp, rst, clk, sout, eout);
input [2:0] m;
input [3:0] x;
input rst, clk;
output [4:0] pp;
output sout, eout;
wire s,d,n;
assign s = m[0]^m[1];
assign d = ~((m[0]^m[1])|(~(m[1]^m[2])));
assign z = s|d;
assign n = m[2];
assign pp[0] = (x[0] & s) ^ (n);
assign pp[1] = (((x[1] & s)) | (x[0] & d)) ^ (n);
assign pp[2] = (((x[2] & s)) | (x[1] & d)) ^ (n);
assign pp[3] = (((x[3] & s)) | (x[2] & d)) ^ (n);
assign pp[4] = ((x[3]&z)^n);
assign sout = n;
assign eout = ((~(sout^x[3]))&z) | (~sout&~z);
endmodule
`timescale 1ns / 1ps
module top( RST, CLK, multiplicand, multiplier, final_result);
input RST, CLK;
input [3:0]     multiplicand, multiplier;
output[7:0]    final_result;
reg [3:0] multiplier_r, multiplicand_r;
wire [3:0] multiplier_w, multiplicand_w;
reg [7:0] final_result_r;
wire [7:0] final_result_w;
booth booth0(.rst(RST), .clk(CLK), .x(multiplicand_w), .multiplier(multiplier_w), .result(final_result_w));
always @(posedge CLK) begin
    multiplicand_r <= multiplicand;
    multiplier_r <= multiplier;
    final_result_r <= final_result_w; 
end
assign multiplicand_w = multiplicand_r;
assign multiplier_w = multiplier_r;
assign final_result = final_result_r;
endmodule
```
**/design/flow/run.sh**
```bash
#!/bin/bash
# OpenROAD 26Q1-2900-gdf79404cd8, Yosys 0.63+post, stock flow scripts
make -C /OpenROAD-flow-scripts/flow DESIGN_CONFIG=/design/flow/config.mk WORK_HOME=/design/flow/orfs finish
```
==> run_results.csv <==
group,metric,value,unit
logic_synthesis,yosys_cells,85,
logic_synthesis,netlist_instances,85,
setup_path,cp_max_fo,15,
global_routing,grt_pass1_vias,602,
global_routing,antenna_found_initial,0,
floorplanning,die_w,85,um
setup_path,rrSetupSlack,1.76,ns
place,portBuffers,16,
sta,slew_violations,0,
sta,fmax,260.2,MHz
place,dp.final_hpwl,1093,um
detailed_routing,via_count,563,
setup_path,reg2regPathDepth,14,
detailed_routing,routed_wl,1418,um
sta,whs,0.6645,ns
job,warnings,26,
global_routing,grt_max_degree,16,
setup_path,crit_type,"reg2reg",
logic_synthesis,synth-area-yosys,898.4,um^2
logic_synthesis,ys_warn_count,3,
sta,setup_violations,0,
floorplanning,io_pins,18,
cts,root_buffer,"clkbuf_8",
detailed_routing,ant_nets,0,
setup_path,path_buffers,3,
setup_path,max_stage_delay,0.73,ns
setup_path,path_delay_family,"adder cells",
sta,period_used_share,68.64,%
logic_synthesis,synth.avg_cell_area,10.57,um^2
detailed_routing,antennaDiodeCount,0,
place,routabilityCongestion,0.8297,
pwr,p_leak,0.4543,nW
sta,period_needed,3.844,ns
min_path,hold_depth,3,
sta,hold_viol,0,
detailed_routing,dr.pass1.iters,4,
setup_path,cpMostUsedCell,"fa_1",
pwr,total_power,0.3290,mW
global_routing,overflow,0,
global_routing,track_usage,4.104,%
pwr,p_per_area,292.8,mW/mm^2
layout,areaGrowthSynthToFinish,25.07,%
pwr,clkPwrFrac,24.9,%
pwr,vdd_drop_max,0.00009059,V
sta,tns,0,ns
setup_path,crit_slowest_cell,"dfxtp_1",
run_status,outcome,"completed",
cts,ctsHoldBuffers,0,
logic_synthesis,yosys.stat.seqShare,35.65,%
floorplanning,fp_util,22.14,%
detailed_routing,drc_errors,0,
cts,cts_setup_buffers,0,
sta,worst_pin_slew,0.6377,ns
logic_synthesis,synth_cell_types,25,
floorplanning,chip_area,0.007225,mm^2
floorplanning,rows,23,
setup_path,crit_path_start_kind,"flop",
global_routing,grt_pass1_wl,2559,um
cts,clock_sinks,16,
sta,rsz0062_at_grt,"no",
detailed_routing,drt_iter0_markers,16,
setup_path,cp.required,5.77,ns
cts,numCtsBuffers,3,
pwr,intPower,0.2529,mW
logic_synthesis,synth_area,898.4,um^2
cts,cts_max_level,1,
sta,max_slew_margin,57.43,%
layout,post_route_cells_drive_above_1_share,12.24,%
pwr,power_frac_comb,29.0,%
cts,cts_resized,0,
setup_path,worstPathArrival,4.01,ns
pwr,seqPwrFrac,46.1,%
cts,worstSkewPairLatency,0.24,ns
detailed_routing,wl_per_cell,9.581,um
logic_synthesis,ys_ff,16,
min_path,hold_class,"reg2reg",
floorplanning,core,0.004058,mm^2
floorplanning,die.size.y,85,um
cts,cts_tree,"yes",
detailed_routing,via_per_inst,3.804,
setup_path,endpoint_kind,"flop",
cts,clk_pin_slew,0.06,ns
pwr,p_sw,0.07606,mW
sta,clock_skew,0.002899,ns
job,cap_violations,0,
cts,cts_max_path_buffers,2,
pwr,p_sw_share,23.12,%
setup_path,path_depth,14,
setup_path,crit_chain,"inv_1, o31ai_1, ha_1, fa_1, fa_1, inv_1, fa_1, fa_1, inv_1, fa_1, ha_1, xnor2_1, xnor2_1, xnor2_1",
cells by family (layout without fill, tap and decap cells):
logic type	Yosys count	in the layout	synth area share [%]
compound gates	19	19	14.07
flops	16	16	35.65
simple gates	14	14	9.750
fa+ha+maj	15	15	24.65
buf+inv	12	25	6.824
mux	1	1	1.253
xor+xnor	8	8	7.800
path summary, 6_finish.rpt:
check                       startpoint                   endpoint
min reg2reg  multiplicand_r[0]$_DFF_P_  final_result_r[0]$_DFF_P_
max            multiplier_r[1]$_DFF_P_  final_result_r[7]$_DFF_P_
max reg2reg    multiplier_r[1]$_DFF_P_  final_result_r[7]$_DFF_P_
min          multiplicand_r[0]$_DFF_P_  final_result_r[0]$_DFF_P_
cells in the mapped netlist, drive strengths merged:
master	number	area, um^2
buf	3	27.52
o21ai	4	20.02
nor2b	4	32.53
nand2b	1	8.760
xor2	3	26.28
o22a	2	17.52
nor2	2	7.510
o22ai	1	6.260
xnor2	5	43.79
a31oi	3	18.77
nand2	5	18.77
mux2	1	11.26
inv	6	22.52
a21oi	6	41.29
maj3	3	33.78
fa	5	100.1
and2b	2	20.02
dfxtp	16	320.3
clkbuf	3	11.26
o31ai	3	22.52
ha	7	87.58
metrics by stage:
step	cells	util [%]	worst slack, ns	area [um^2]
after floorplan	85	-	2.267	898.4
after detailed placement	145	26.67	1.787	1082
after global placement	145	26.67	1.803	1082
final	148	27.69	1.756	1124
after global routing	148	27.69	1.436	1124
after CTS	148	27.69	1.739	1124
worst min-delay path, delay by kind of cell (launching register included):
| family | cells | cell delay, ns |
|---|---|---|
| xor gates and xnor gates | 1 | 0.06 |
| adders and majority gates | 1 | 0.14 |
| and+or+nand+nor | 1 | 0.08 |
| DFF | 1 | 0.34 |
metal layers:
layer	vias to the layer above	share of wire, %	track usage (%)
met1	235	49	5.285
met3	2	11	2.505
li1	311	-	-
met4	0	0.63	0.2994
met5	-	0	0
met2	15	39	5.995
cell usage in the layout, fill, tap and decap left out:
cell / n
ha_1: 7
and2b_4: 2
inv_1: 6
clkbuf_8: 3
clkdlybuf4s50_1: 16
o31ai_1: 3
o22ai_1: 1
o21ai_1: 2
o21ai_0: 2
mux2_2: 1
xor2_1: 3
a21oi_4: 1
o22a_1: 2
nor2b_4: 1
nand2b_2: 1
nor2b_1: 3
fa_1: 5
a21oi_1: 5
maj3_2: 3
a31oi_1: 3
nor2_1: 2
nand2_1: 5
dfxtp_1: 16
xnor2_1: 5
layout make-up:
cell class	count	area, um^2
Clock buffer	3	41.29
Fill cell	405	2934
Inverter	6	22.52
Multi-Input combinational cell	57	516.7
Sequential cell	16	320.3
Tap cell	50	62.56
Timing Repair Buffer	16	160.2
registers in the layout, summed over array words and instances, names as in the netlist:
signal          cells
final_result_r      8
multiplier_r        4
multiplicand_r      4
power by group through the flow:
stage | combinational (mW) | sequential, mW | clock, mW
CTS | 0.0990 | 0.152 | 0.0878
global route | 0.112 | 0.154 | 0.0906
finish | 0.0955 | 0.152 | 0.0819
No activity file was given, so power comes from the tool's default toggle rates.
